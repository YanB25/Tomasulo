File: ./design.v
`timescale 1ns/1ps
module pmfState(
    input clk,
    input nRST,
    output reg [1:0] stateOut,
    input WEN,
    input requireAC,
    output available,
    output pmfALUEN,  
    input [1:0]op,
    output require
);
    assign available = (require && requireAC) || stateOut == 0;
    assign pmfALUEN = available && WEN;
    assign require = stateOut == 2'b01 || stateOut == 2'b11;
    always@(posedge clk or negedge nRST) begin
        if (!nRST) begin
            stateOut <= 0;
        end else begin
            case (stateOut)
                0 : 
                    if (WEN)
                        stateOut <= op == 2'b01 ? 2'b10 : 2'b01;
                2'b01, 2'b11 : begin
                    if (requireAC) begin
                            stateOut <= 0;
                    end
                end
                2'b10:
                    stateOut <= 2'b11;
            endcase
        end
    end
endmodule
module pmfALU(
    input clk,
    input nRST,
    input EN,  
    input [31:0] dataIn1,
    input [31:0] dataIn2,
    input [1:0] state,
    input [1:0]op,
    output reg [31:0] result,
    input [3:0] labelIn,
    output reg [3:0] labelOut
);
    reg [31:0] data1_latch;
    reg [31:0] data2_latch;
    reg [31:0] inverseData2_latch;
    reg [1:0] op_latch;
    always@(posedge clk or negedge nRST) begin
        if (!nRST) begin
            data1_latch <= 32'b0;
            data2_latch <= 32'b0;
            inverseData2_latch <= 31'b0;
        end else begin
            if (EN)
                op_latch <= op;
            case (state)
                0, 2'b01, 2'b11 :
                    if (EN) begin
                        data1_latch <= dataIn1;
                        data2_latch <= dataIn2;
                        labelOut <= labelIn;
                    end
                2'b10 :
                    inverseData2_latch <= ~data2_latch + 1;
            endcase
        end
    end
    always@(*) begin
        case (op_latch)
            2'b00 : 
                result = data1_latch + data2_latch;
            2'b01 : 
                result = data1_latch + inverseData2_latch;
            2'b10 :
                result = data1_latch & data2_latch;
            2'b11:
                result = data1_latch & data2_latch;
            default:
                result = 32'b0;
        endcase
    end
endmodule
File: ./run.sh
#!/bin/bash
# OpenROAD 26Q1-2900-gdf79404cd8, Yosys 0.63+post, stock flow scripts
make -C /OpenROAD-flow-scripts/flow DESIGN_CONFIG=/design/flow/config.mk WORK_HOME=/design/flow/orfs finish
File: ./config.mk
export PLATFORM = sky130hd
export DESIGN_NAME = pmfALU
export DESIGN_NICKNAME = pmfALU
export VERILOG_FILES = /design/flow/design.v
export SDC_FILE = /design/flow/constraint.sdc
export NUM_CORES = 4
export LEC_CHECK = 1
export CORE_UTILIZATION = 50
File: ./constraint.sdc
current_design pmfALU

set clk_period 17.2
set clk_io_pct 0.2

create_clock -name clk0 -period $clk_period [get_ports {clk}]

set non_clock_inputs [all_inputs -no_clocks]
set_input_delay [expr $clk_period * $clk_io_pct] -clock clk0 $non_clock_inputs
set_output_delay [expr $clk_period * $clk_io_pct] -clock clk0 [all_outputs]
==> run notes <==
run results: Storage cell area=2580 sq um, setup TNS=0 ps, via count=5333, Final period util=0.510, routability cong.=0.955, RSZ-0062 raised after global routing=no, drt wl/cell=15.7 um, Log Warnings=29, Synth flops=102, largest net degree at the start of global routing=73, fp util=0.511, f_max=0.114 GHz, global route overflow=0, Max IR drop VDD=0.0000785 V, Synth warnings=1, layout cells sized above 1=0.179, CTS tree=done, Critical Path Slowest Stage Cell=o41ai_2, reg2reg start=data2_latch[0]$_DFFE_PN0P_, Worst-path clk slew=70 ps, top_reg_cell synth=dfrtp_1, core box area=13200 sq um, count of library flops with an enable pin=6, cts repair resizes=0, DRC marker count from the first detailed-route iteration=289, Slew @ Worst Pin=824 ps, WP data arrival=5330 ps, first-pass GRT wire length=26000 um, Post-Route Skew=3.20 ps, overall routing resource usage=0.237, die width=118 um, outcome=finished, final reports clean, clk latency late pin=360 ps, synthesis-to-layout area growth=22.4%, crit path launch=op_latch[1]$_DFFE_PP_, max cap viols=0, vias per cell=5.60, Slew Viols, Final=0, crit start category=register, initial antenna violation count=0, worst hold path type=reg2reg, most used cell, CP=buf_4, Synth Area per Inst=9.89 sq um, antenna-violating nets left=0, min Tclk post-route=8770 ps, area reported by Yosys stat=6750 sq um, Port-buffer cells=110, clock sinks=102, final setup fails=0, hold_buf cts=0, Required @ worst endpoint=13760 ps, setup bufs post-CTS=0, ys cells=682, TritonRoute pass-1 iters=5, logic area=3970 sq um, drt drc=0, vias in the first global route=5225, critical-path cell list=buf_4 -> nor2b_2 -> buf_4 -> mux2_2 -> ha_1 -> nand2_1 -> o21ai_1 -> nand3_1 -> and3_1 -> o21a_1 -> o41ai_2 -> o211ai_1 -> or4_1 -> clkdlybuf4s50_1, Cells after Synth=682, pre-CTS setup slack=8830 ps, distinct lib cells=61, CTS Buffer Depth=2, hold_sp=inverseData2_latch[12]$_DFFE_PN0N_, DP Wirelength=10700 um, Critical Path End Type=output pin, ANT cells=0, H-tree depth=3, CTS buffer count=9, CP max FO=72, final setup margin=8430 ps, pwr dens=105 nW/um^2, Die Footprint=14000 sq um, CTS Root Cell=clkbuf_16, fin util=0.626, slowest stage delay, CP=630 ps, Fillers=1072, die height=118 um, FP Rows=42, Setup CP Type=reg2out, Top Ports=111, Final Hold Vio Count=0, relative slew slack=0.451, Async SR Flop Fraction=0.941, Seq/Total Area, Yosys=0.383, Routed WL=15000 um, Leak Pwr=3.44 nW, Mapped Area=6750 sq um
layout make-up:
type / count / area share
Clock inverter: 6 / 0.00818
Multi-Input combinational cell: 532 / 0.480
Tap cell: 176 / 0.0267
Inverter: 12 / 0.00546
Timing Repair Buffer: 115 / 0.138
Clock buffer: 10 / 0.0289
Sequential cell: 102 / 0.313
cells by family (layout without fill, tap and decap cells):
logic type / Yosys count / count (layout) / synth area share
AOI/OAI and AO/OA: 159 / 159 / 0.143
xor gates and xnor gates: 51 / 51 / 0.0662
adders and majority gates: 36 / 36 / 0.0679
buffers and inverters: 48 / 143 / 0.0302
DFF: 102 / 102 / 0.383
muxes: 94 / 94 / 0.157
and+or+nand+nor: 192 / 192 / 0.153
worst max-delay path: cells and delay by family, from the launching register on:
family	cells	cell delay [ps]
DFF	1	360
buffers and inverters	3	1160
and+or+nand+nor	5	1450
muxes	1	380
AOI/OAI and AO/OA	4	1160
adders and majority gates	1	410
cells in the final DEF, fill, tap and decap left out, drive strengths merged, types with 4 or more instances in the layout:
| master | instances |
|---|---|
| dfrtp | 96 |
| clkdlybuf4s50 | 109 |
| inv | 14 |
| nand2 | 59 |
| a21o | 15 |
| nor4 | 7 |
| xnor2 | 25 |
| nand2b | 9 |
| nor3 | 13 |
| clkbuf | 10 |
| a21oi | 34 |
| mux2 | 94 |
| nor2 | 32 |
| nand4 | 4 |
| or4b | 4 |
| or4 | 4 |
| ha | 35 |
| edfxtp | 6 |
| and3 | 8 |
| nand3 | 37 |
| xor2 | 26 |
| o21bai | 8 |
| o31ai | 6 |
| buf | 6 |
| o21ai | 69 |
cells in the mapped netlist (all sizes together), types with 4 or more instances:
master / count / area (sq um)
dfrtp: 96 / 2400
a21o: 15 / 113
edfxtp: 6 / 180
ha: 35 / 438
clkbuf: 26 / 97.6
and3: 8 / 50.1
inv: 12 / 45.0
nand4: 4 / 25.0
xnor2: 25 / 219
nor3: 13 / 109
nand3: 37 / 185
a21oi: 34 / 170
xor2: 26 / 228
or4: 4 / 37.5
nor2: 32 / 128
o21bai: 8 / 60.1
nand2: 59 / 224
nand2b: 9 / 56.3
buf: 10 / 61.3
o21ai: 69 / 345
nor4: 7 / 56.3
mux2: 94 / 1060
o31ai: 6 / 45.0
or4b: 4 / 40.0
sequential cells by signal, indices dropped and copies added, names as in the netlist:
register,flops
op_latch,2
labelOut,4
inverseData2_latch,32
data2_latch,32
data1_latch,32
path summary, 6_finish.rpt:
check                                                endpoint  slack, ps  cells after the start
setup / recovery                                   result[31]       8430                     14
hold / removal             inverseData2_latch[12]$_DFFE_PN0N_        480                      2
setup reg to reg           inverseData2_latch[30]$_DFFE_PN0N_      14210                     10
hold reg to reg            inverseData2_latch[12]$_DFFE_PN0N_        480                      2
max in group asynchronous  inverseData2_latch[14]$_DFFE_PN0N_      13020                      2
min in group asynchronous         data1_latch[31]$_DFFE_PN0P_       3080                      1
power by group:
group          switching (mW)  internal [mW]
logic                   0.155          0.187
clock network          0.0953          0.118
registers              0.0389          0.276
total                   0.290          0.580
through the flow:
stage / hold slack [ps] / instances / area (sq um) / total power, mW
global placement: 460 / 937 / 7950 / 0.658
detailed placement: 465 / 937 / 7950 / 0.659
CTS: 481 / 953 / 8260 / 0.879
floorplan: 444 / 682 / 6750 / 0.530
finish: 476 / 953 / 8260 / 0.870
global route: 503 / 953 / 8260 / 0.932
per-layer routing:
metal / GRT usage / up-vias / routed length, um
met5: 0 / - / 0
li1: - / 2655 / -
met1: 0.390 / 2535 / 7360
met4: 0.0216 / 0 / 171
met3: 0.0300 / 9 / 586
met2: 0.364 / 134 / 6850
No activity file was given, so power comes from the tool's default toggle rates.
