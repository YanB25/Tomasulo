===== flow/design.v =====
`timescale 1ns/1ps
module Queue(
    input clk,
    input nRST,
    input requireAC,  
    input WEN,  
    output isFull,  
    output require,  
    input [31:0] dataIn,
    input [3:0] labelIn,
    input opIN,
    input BCEN,  
    input [3:0] BClabel,  
    input [31:0] BCdata,  
    output opOut,
    output [31:0] dataOut,
    output [3:0] labelOut,
    input isLastState,
    output [3:0] queue_writeable_label
    );
    reg [3:0]availableIdLabel;
    assign queue_writeable_label = availableIdLabel;
    reg [3:0]Busy;
    reg [3:0]Label[3:0];
    reg [31:0]Data[3:0];
    reg [3:0]IdLabel[3:0];
    reg [3:0]op;
    initial begin
        Label[3] = 0;
        Busy[3] = 4'b1000;
        Data[3] = 0;
        IdLabel[3] = 0;
        op[3] = 0;
    end
    assign opOut = op[0];
    assign dataOut = Data[0];
    assign labelOut =IdLabel[0];
    wire issuable = require && requireAC;
    wire wbusy = Busy[0] && Busy[1] && Busy[2];
    assign isFull = !issuable && wbusy;
    assign require = Busy[0] && Label[0] == 0;
    wire poppable;
    assign poppable = isLastState;
    reg [1:0] first_empty;
    always@(*) begin
        if (!Busy[0]) first_empty = 0;
        else if (!Busy[1]) first_empty = 1;
        else first_empty = 2;
    end
    reg [1:0]lastBusyIndex;
    always@(*) begin
        if (Busy[2])
            lastBusyIndex = 2;
        else if (Busy[1])
            lastBusyIndex = 1;
        else if (Busy[0])
            lastBusyIndex = 0;
        else lastBusyIndex = -1;
    end
    always@(*) begin
        if (wbusy) 
            availableIdLabel = 4'bx;  
        else if (IdLabel[0] != 4'b11_00 && IdLabel[1] != 4'b11_00 && IdLabel[2] != 4'b11_00)
            availableIdLabel = 4'b11_00;
        else if (IdLabel[0] != 4'b11_01 && IdLabel[1] != 4'b11_01 && IdLabel[2] != 4'b11_01)
            availableIdLabel = 4'b11_01;
        else availableIdLabel = 4'b11_10;
    end
    generate
        genvar i;
        for (i = 0; i <= 2; i = i + 1) begin
            always@(posedge clk or negedge nRST) begin
                if (!nRST) begin
                    Busy[i] <= 0;
                    Label[i] <= 0;
                    Data[i] <= 0;
                    IdLabel[i] <= 0;
                    op[i] <= 0;
                end else if (WEN) begin
                    if (!poppable) begin
                        if (!wbusy && i == first_empty) begin  
                            Busy[i] <= 1;
                            Data[i] <= BCEN && BClabel==labelIn ? BCdata : dataIn;
                            Label[i] <= BCEN && BClabel == labelIn ? 0 : labelIn;
                            op[i] <= opIN;
                            IdLabel[i] <= availableIdLabel;
                        end else begin
                            if (BCEN && BClabel == Label[i]) begin  
                                Data[i] <= BCdata;
                                Label[i] <= 0;
                            end
                        end 
                    end else begin
                        if (!wbusy && i == lastBusyIndex) begin  
                            Data[i] <= BCEN && BClabel == labelIn ? BCdata : dataIn;
                            Label[i] <= BCEN && BClabel ==  labelIn ? 0 : labelIn;
                            op[i] <= opIN;
                            IdLabel[i] <= availableIdLabel;
                        end else if (i < lastBusyIndex) begin  
                            Data[i] <= BCEN && BClabel == Label[i+1]? BCdata : Data[i+1];
                            Label[i] <= BCEN && BClabel == Label[i+1] ? 0 : Label[i+1];
                            op[i] <= op[i+1];
                            IdLabel[i] <= IdLabel[i+1];
                        end
                    end
                end else begin
                    if (poppable) begin
                        if (i == lastBusyIndex) begin  
                            Busy[i] <= 0;
                            Data[i] <= 0;
                            Label[i] <= 0;
                            op[i] <= 0;
                            IdLabel[i] <= 0;
                        end else if (i < lastBusyIndex) begin
                            Busy[i] <= Busy[i+1];
                            Data[i] <= BCEN && BClabel == Label[i+1] ? BCdata : Data[i+1];
                            Label[i] <= BCEN && BClabel ==  Label[i+1] ? 0 : Label[i+1];
                            op[i] <= op[i+1];
                            IdLabel[i] <= IdLabel[i+1];
                        end
                    end else begin  
                        if (BCEN && BClabel == Label[i]) begin
                            Data[i] <= BCdata;
                            Label[i] <= 0;
                        end
                    end
                end
            end
        end
    endgenerate
endmodule

===== flow/run.sh =====
#!/bin/bash
# OpenROAD 26Q1-2900-gdf79404cd8, Yosys 0.63+post, stock flow scripts
make -C /OpenROAD-flow-scripts/flow DESIGN_CONFIG=/design/flow/config.mk WORK_HOME=/design/flow/orfs finish

===== flow/config.mk =====
export PLATFORM = sky130hd
export DESIGN_NAME = Queue
export DESIGN_NICKNAME = Queue
export VERILOG_FILES = /design/flow/design.v
export SDC_FILE = /design/flow/constraint.sdc
export NUM_CORES = 4
export LEC_CHECK = 1
export CORE_UTILIZATION = 50

===== flow/constraint.sdc =====
current_design Queue

set clk_period 9.2
set clk_io_pct 0.2

create_clock -name clk0 -period $clk_period [get_ports {clk}]

set non_clock_inputs [all_inputs -no_clocks]
set_input_delay [expr $clk_period * $clk_io_pct] -clock clk0 $non_clock_inputs
set_output_delay [expr $clk_period * $clk_io_pct] -clock clk0 [all_outputs]

==> results.env <==
TOOL_WARNINGS=28
RSZ0062_AT_GRT='false'
CTS_HOLD_BUFFERS=0
POST-ROUTE-DRC-COUNT=0
TIMING_WORST_SETUP_PATH_TYPE='input pin to output pin'
TIMING.CRITICAL_PATH.FANOUT_MAX=1
CRIT_PATH_CELL_TRACE='clkdlybuf4s50_1 > a21oi_1 > clkdlybuf4s50_1'
TIMING.SETUP.TNS_PS=0
EDF_COUNT=0
OUTCOME='finished clean'
CTSHTREEMAXLEVEL=4
TIMING.MAX_SLEW.REL_SLACK=0.464
DIE-HEIGHT_MICRONS=137
DRTITER0DRC=862
MAX_CLOCK_FREQ_GHz=0.214
ANTENNA_FOUND_INITIAL=0
REG2REG_SLACK_PS=6320
CORE_AREA_SQ_UM=17500
POWER.TOTAL_uW=2790
MAXSLEWVIOLCOUNT=0
REPORT.FINAL.HOLD_VIOL_COUNT=0
DIE_W_MICRONS=137
VIA_COUNT=9228
WORSTSETUPENDPOINTTYPE='output pin'
CRITICAL_PATH.STARTPOINT_TYPE='input pin'
GPL.FINAL_WEIGHTED_CONGESTION=0.893
SYNTHFLOPTYPE='sky130_fd_sc_hd__dfrtp_1'
GRT_BUSIEST_LAYER='met1'
GLOBAL_ROUTE.USAGE.MET2=0.528
DETAIL_ROUTE.WIRELENGTH_MICRONS=31600
LAYOUT_WORST_PATH_CYCLE_SHARE=0.509
SYN_AVG_CELL_AREA_SQ_UM=8.88
GRT_FIRST_PASS_WIRELENGTH_MICRONS=49500
CRIT_PATH_TOP_DELAY_CELL='sky130_fd_sc_hd__clkdlybuf4s50_1'
SYNTH-SEQ-CELLS=126
GRT_REMAINING_OVERFLOW=0
SYNTH.LIB_CELLS_USED.DISTINCT=66
NUMCLOCKSINKS=126
VDD_IR_DROP_MAX_mV=0.207
DP_CELLS=1278
LAYOUT-AREA-OVERHEAD-VS-SYNTH_PCT=19.4
FIRST_GLOBAL_VIAS=8829
LEAKAGEPOWER_uW=0.00457
FIRST_PASS_ITERS=6
M3_GR_USAGE=0.104
P_PER_AREA_nW_PER_UM2=259
TIMING.MAX_CAP.VIOLATIONS=0
LAYOUT-DRIVE-GT1-SHARE=0.0783
ROUTED_WIRELENGTH_NORMALIZED_BY_INSTANCE_COUNT_MICRONS=24.1
GR-USAGE-MET1=0.529
GRT_START_MAX_NET_PINS=69
CLK_ROOT_BUFFER_CELL='sky130_fd_sc_hd__clkbuf_16'
FINALSETUPVIOLCOUNT=0
IO_PINS=122
CRITICAL_PATH.MAX_STAGE_DELAY_PS=480
LAYOUT.CELLS.MOST_COMMON='sky130_fd_sc_hd__dfrtp_1'
FP-UTILIZATION=0.518
CTS_REPAIR_RESIZE_COUNT=0
CTS-ROOT-TO-SINK-BUFFERS=2
CHIP_AREA_SQ_UM=18600
FINALCOREUTILIZATION=0.618
SYNTH_CHIP_AREA_SQ_UM=9040
CTS-BUFFERS-INSERTED=17
SYNTH.YOSYS.SEQ_AREA_SHARE=0.349
SYNTHARSTFLOPSHARE=1.00
TIMING.FINAL.CRIT_PERIOD_PS=4680
FINAL_HOLD_SLACK_PS=492
DETAIL_ROUTE.ANTENNA_DIODES=0
HOLD_PATH_CLASS='flop to flop'
DP_HPWL_MICRONS=17300
TIGHTESTPINTRANSITION_PS=804
CTS.CLK_SLEW.WORST_PATHS_PS=60
FP-ROW-COUNT=48
SKEW_PS=7.94
SYNTHESIZED_CELL_AREA_SQ_UM=9040
CELLS_YOSYS=1019
CP.REQUIRED_PS=7360
CRITPATHMOSTFREQUENTCELL='sky130_fd_sc_hd__clkdlybuf4s50_1'
VIAS_PER_CELL=7.04
SYN_INST=1019
LAYOUT.CELLS.MOST_COMMON_LIST='126 x sky130_fd_sc_hd__dfrtp_1, 117 x sky130_fd_sc_hd__clkdlybuf4s50_1, 115 x sky130_fd_sc_hd__a21oi_1'
IO_BUFFER_COUNT=119
CP.ARRIVAL_PS=2840
CLOCK_INSERTION_DELAY_WORST_SKEW_PS=420
FINAL_ANTENNA_NET_COUNT=0
GRT_UTIL_ALL_LAYERS=0.359
TRITONCTS='built'
LAYOUT.CELLS.NON_FILLER=1310
POST-CTS-SETUP-BUFFER-COUNT=0
SYNTH.YOSYS.WARNINGS=4
## registers in the layout (all words and copies together), names as in the netlist
register	flops
IdLabel	12
opOut	1
Label	12
op	2
Data	96
Busy	3
## final cells by class
class,instances,area [sq um]
multi-input cells,737,5240
fillers,1468,6680
flip-flops and latches,126,3150
well taps,225,282
inverters,42,158
repair buffers,148,1410
clock buffers,26,499
clock inverters,6,57.6
## through the flow
stage	setup slack, ps	instance area (sq um)
2_1_floorplan	5460	9050
3_3_place_gp	4280	10200
3_5_place_dp	4250	10200
4_1_cts	4520	10800
5_1_grt	4430	10800
6_report	4520	10800
## critical path: cells and delay by family
family | cells | cell delay (ps)
buffers and inverters | 2 | 880
AND-OR/OR-AND | 1 | 120
## synth_stat cells (3+ instances only)
| cell type | count | area, sq um |
|---|---|---|
| sky130_fd_sc_hd__dfrtp_1 | 126 | 3150 |
| sky130_fd_sc_hd__a21oi_1 | 116 | 581 |
| sky130_fd_sc_hd__a221oi_1 | 106 | 928 |
| sky130_fd_sc_hd__clkbuf_1 | 69 | 259 |
| sky130_fd_sc_hd__mux2i_1 | 68 | 681 |
| sky130_fd_sc_hd__and3_1 | 62 | 388 |
| sky130_fd_sc_hd__a211oi_1 | 57 | 428 |
| sky130_fd_sc_hd__nand2_1 | 55 | 206 |
| sky130_fd_sc_hd__o21ai_0 | 48 | 240 |
| sky130_fd_sc_hd__inv_1 | 40 | 150 |
| sky130_fd_sc_hd__nor3_1 | 34 | 170 |
| sky130_fd_sc_hd__o221ai_1 | 34 | 298 |
| sky130_fd_sc_hd__a311oi_1 | 32 | 280 |
| sky130_fd_sc_hd__buf_2 | 25 | 125 |
| sky130_fd_sc_hd__nor2_1 | 15 | 56.3 |
| sky130_fd_sc_hd__buf_4 | 12 | 90.1 |
| sky130_fd_sc_hd__xnor2_1 | 12 | 105 |
| sky130_fd_sc_hd__nand3_1 | 11 | 55.1 |
| sky130_fd_sc_hd__buf_6 | 8 | 90.1 |
| sky130_fd_sc_hd__nor2b_1 | 7 | 43.8 |
| sky130_fd_sc_hd__a31oi_1 | 6 | 37.5 |
| sky130_fd_sc_hd__a22o_1 | 4 | 35.0 |
| sky130_fd_sc_hd__nand2b_1 | 4 | 25.0 |
| sky130_fd_sc_hd__xnor2_2 | 4 | 65.1 |
| sky130_fd_sc_hd__a21o_1 | 3 | 22.5 |
| sky130_fd_sc_hd__a221o_1 | 3 | 30.0 |
| sky130_fd_sc_hd__a311o_1 | 3 | 30.0 |
| sky130_fd_sc_hd__and4_1 | 3 | 26.3 |
| sky130_fd_sc_hd__nor3b_1 | 3 | 22.5 |
| sky130_fd_sc_hd__o21bai_1 | 3 | 22.5 |
## cells by family after synthesis
kind of cell	count (synthesis)	synth area share
AND-OR/OR-AND	437	0.348
AND/OR/NAND/NOR	210	0.123
buffers and inverters	157	0.0802
flip-flops	126	0.349
multiplexers	69	0.0765
XOR/XNOR	17	0.0198
adder cells (fa/ha/maj)	2	0.00277
other	1	0.000415
## power by group
group	internal, uW	switching, uW	leakage, uW	total (uW)
clock network	399	254	0.000274	653
logic	544	634	0.00278	1180
registers	789	174	0.00152	962
total	1730	1060	0.00457	2790
## layer usage
metal,routed length (microns),vias to the layer above,share of wire
met5,0,-,0
met4,872,0,0.028
met3,3380,83,0.11
met2,14100,584,0.45
met1,13300,4413,0.42
li1,-,4148,-
## worst paths after layout
kind / start / to / depth (start not counted)
max: requireAC / isFull / 3
min: op[1] / op[1] / 2
max reg2reg: Label[1][0] / Data[0][17] / 6
min reg2reg: op[1] / op[1] / 2
max in group asynchronous: nRST / Busy[1] / 2
min in group asynchronous: nRST / IdLabel[0][0] / 1
Power figures rest on the tool's default switching activity, not on a simulated workload.
