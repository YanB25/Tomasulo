## flow/design.v

```verilog
`timescale 1ns / 1ps
module RegFile(
    input clk,
    input nRST,
    input [4:0] ReadAddr1,
    input [4:0] ReadAddr2,
    input RegWr,  
    input [4:0] WriteAddr,
    input [3:0] WriteLabel,
    output [31:0] DataOut1,
    output [31:0] DataOut2,
    output [3:0] LabelOut1,
    output [3:0] LabelOut2,
    input BCEN,
    input [3:0] BClabel,
    input [31:0] BCdata
    );
    reg [31:0] regData[1:31];
    reg [3:0] regLabel[1:31];
    assign DataOut1 = (ReadAddr1 == 0) ? 0 : regData[ReadAddr1];
    assign DataOut2 = (ReadAddr2 == 0) ? 0 : regData[ReadAddr2];
    assign LabelOut1 = (ReadAddr1 == 0) ? 0 : regLabel[ReadAddr1];
    assign LabelOut2 = (ReadAddr2 == 0) ? 0 : regLabel[ReadAddr2];
    generate
        genvar i;
        for (i = 1; i < 32; i = i + 1) begin: regfile
            always @(posedge clk or negedge nRST) begin
                if (!nRST) begin
                    regData[i] <= 32'b0;
                    regLabel[i] <= 32'b0;
                end else begin
                    if (RegWr && WriteAddr == i) begin
                        regLabel[i] <= WriteLabel;  
                    end else if (BCEN && regLabel[i] == BClabel) begin
                        regLabel[i] <= 5'b0;
                        regData[i] <= BCdata;
                    end
                end
            end
        end
    endgenerate
endmodule
```

## flow/run.sh

```bash
#!/bin/bash
# OpenROAD 26Q1-2900-gdf79404cd8, Yosys 0.63+post, stock flow scripts
make -C /OpenROAD-flow-scripts/flow DESIGN_CONFIG=/design/flow/config.mk WORK_HOME=/design/flow/orfs finish
```

## flow/config.mk

```make
export PLATFORM = sky130hd
export DESIGN_NAME = RegFile
export DESIGN_NICKNAME = RegFile
export VERILOG_FILES = /design/flow/design.v
export SDC_FILE = /design/flow/constraint.sdc
export NUM_CORES = 4
export LEC_CHECK = 1
export CORE_UTILIZATION = 50
```

## flow/constraint.sdc

```tcl
current_design RegFile

set clk_period 12.1
set clk_io_pct 0.2

create_clock -name clk0 -period $clk_period [get_ports {clk}]

set non_clock_inputs [all_inputs -no_clocks]
set_input_delay [expr $clk_period * $clk_io_pct] -clock clk0 $non_clock_inputs
set_output_delay [expr $clk_period * $clk_io_pct] -clock clk0 [all_outputs]
```

==> results_dict.tcl <==
# implementation run metrics
set metrics [dict create \
    warnings 38 \
    fill_cells 9863 \
    ctsResizeCount 0 \
    grt_usage_pct 53.3 \
    powerDensity_nw_per_um2 227 \
    ys_cells 5280 \
    ys_types 67 \
    fa_ha_area_share_pct 0 \
    leakage_nw 28.4 \
    ys_sh_simple_pct 9.24 \
    chip_area_sq_um 120000 \
    required_ns 9.68 \
    critPathKind "in -> out" \
    period_needed_ns 9.66 \
    grt_pass1_vias 51801 \
    fmax_ghz 0.104 \
    vias 52974 \
    clk_latency_ns 0.79 \
    end_kind "output pin" \
    status "completed" \
    synth_seq_share_pct 47.0 \
    grt_max_degree 121 \
    ir_drop_mv 0.162 \
    ys_area_sq_um 59400 \
    antenna_found_initial 15 \
    drc 0 \
    hold_viol_final 0 \
    port-buffer-count 130 \
    drtAntennaViolNets 0 \
    clk_pin_slew_ns 0.06 \
    post-route-period-util_pct 79.8 \
    drive_above_1_share_pct 29.1 \
    die_w_microns 347 \
    die_height_microns 347 \
    syn_area_sq_um 59400 \
    wire_per_inst_microns 44.3 \
    avgSynthCellArea_sq_um 11.3 \
    viasPerCell 7.64 \
    finClkSkew_ns 0.0476 \
    ff_type "dfrtp_1" \
    cts_tree "built" \
    grt_overflow 0 \
    core_region_area_sq_um 118000 \
    pin_count 131 \
    synth-edff-count 0 \
    total_power_w 0.0152 \
    ctsLongestPathBuffers 3 \
    setup_viol 0 \
    ys_sh_xor_pct 1.34 \
    numCtsBuffers 121 \
    hold_class "reg -> reg" \
    setup_tns_ns 0 \
    async_reset_ff_share_pct 100 \
    place_inst 6687 \
    netlist_instances 5280 \
    synth_flops 1116 \
    start_kind "primary input" \
    htreeDepth 3 \
    hpwl_mm 183 \
    synth_warnings 39 \
    ys_sh_mux_pct 21.2 \
    wirelength_mm 307 \
    rows 126 \
    ys_sh_aoi_pct 16.8 \
    areaGrowthSynthToFinish_pct 12.4 \
    arrival_ns 7.24 \
    holdBufCountCts 0 \
    top_logic_kind "multiplexers" \
    initial_core_util_pct 50.4 \
    critPathMaxFanout 36 \
    gp_congestion 1.12 \
    grt_pass1_wl_mm 422 \
    fin_cells 6930 \
    rsz0062_at_grt "no" \
    drtPass1Iterations 10 \
    drtIter0Drc 7062 \
    hold_slack_ns 0.530 \
    tightest_slew_ns 1.08 \
    max_slew_margin_pct 27.7 \
    drv_cap 0 \
    cts_setup_buffers 0 \
    cts_root_buf "clkbuf_16" \
    clock_sinks 1116 \
    slew_viol_final 0 \
]
## sequential cells by signal (all words and copies together), names as in the netlist
signal and cells:
regLabel 124, regData 992
## cell usage after synthesis, drive strengths merged, types with 18 or more instances
cell,count,share of area [%]
a21oi,138,1.2
a221oi,48,0.71
a222oi,52,0.88
a22o,46,0.68
a22oi,801,10
a31oi,36,0.38
and2,29,0.31
and3,22,0.23
buf,239,2.5
clkbuf,261,1.7
dfrtp,1116,47
inv,39,0.25
mux2,1003,21
mux2i,27,0.45
nand2,501,3.2
nand3,70,0.59
nand4,110,1.2
nor2,160,1.0
nor2b,19,0.20
nor3,84,0.78
nor4,47,0.67
o21ai,169,1.4
o22ai,18,0.19
o31ai,27,0.34
xnor2,20,0.29
xor2,71,1.0
## path summary, 6_finish.rpt
kind | slack [ns] | depth (start not counted) | from | to
max | 2.44 | 10 | ReadAddr1[0] | DataOut1[26]
min | 0.53 | 1 | regData[6][9] | regData[6][9]
max reg2reg | 8.51 | 5 | regLabel[16][3] | regData[16][31]
min reg2reg | 0.53 | 1 | regData[6][9] | regData[6][9]
max in group asynchronous | 7.76 | 4 | nRST | regData[26][20]
min in group asynchronous | 1.68 | 1 | nRST | regData[21][25]
## stage by stage
stage | utilization, % | setup slack, ns | cell area (sq um)
final | 56.6 | 2.44 | 66800
after global routing | 56.6 | 2.89 | 66700
after CTS | 56.6 | 3.03 | 66700
after detailed placement | 53.0 | 3.01 | 62500
after global placement | 53.0 | 2.99 | 62500
after floorplan | - | 5.74 | 59400
## final cells by class
type / count / area, sq um / area share (%)
timing repair buffer: 371 / 3110 / 4.66
clock buffer: 171 / 3540 / 5.30
multi-input combinational: 3623 / 29400 / 44.0
tap: 1536 / 1920 / 2.88
inverter: 41 / 156 / 0.234
antenna: 17 / 42.5 / 0.0637
sequential: 1116 / 27900 / 41.8
clock inverter: 55 / 721 / 1.08
## metal layers
metal | global-route usage, % | vias up | part of all wire (%) | wire (microns)
met4 | 33.6 | 34 | 8.9 | 27500
met2 | 67.4 | 5070 | 39 | 119000
met1 | 67.1 | 26210 | 34 | 105000
met3 | 35.3 | 1717 | 18 | 54900
met5 | 3.40 | - | 0.23 | 706
li1 | - | 19943 | - | -
## report_power, final
group	switching, W	leakage (nW)	internal, W
logic	0.00152	12.6	0.00215
clock network	0.00165	2.09	0.00235
registers	0.00198	13.7	0.00552
total	0.00515	28.4	0.0100
## kinds of logic after synthesis
| logic type | count (synthesis) |
|---|---|
| buffers and inverters | 541 |
| flip-flops | 1116 |
| XOR/XNOR | 91 |
| AND-OR/OR-AND | 1398 |
| AND/OR/NAND/NOR | 1104 |
| multiplexers | 1030 |
## placed cells by master (no fill, tap or decap), types with 12 or more instances in the layout
| cell type | n |
|---|---|
| mux2_2 | 704 |
| nand2b_1 | 17 |
| a21oi_1 | 138 |
| mux2i_1 | 27 |
| clkbuf_1 | 21 |
| clkbuf_16 | 124 |
| nand4_1 | 110 |
| nor4_2 | 17 |
| nor2_4 | 43 |
| nand3b_1 | 12 |
| nor4_1 | 30 |
| clkdlybuf4s50_1 | 117 |
| and3_1 | 22 |
| buf_4 | 239 |
| a22o_1 | 46 |
| diode_2 | 17 |
| nor2b_1 | 18 |
| xnor2_1 | 20 |
| a31oi_1 | 36 |
| and2_2 | 14 |
| a32oi_1 | 12 |
| mux2_1 | 29 |
| o21ai_0 | 169 |
| a22oi_1 | 801 |
| o31ai_1 | 27 |
| inv_1 | 38 |
| dfrtp_1 | 1116 |
| clkinv_2 | 26 |
| o22ai_1 | 18 |
| bufinv_16 | 15 |
| a222oi_1 | 52 |
| nor3_1 | 65 |
| mux2_4 | 270 |
| clkbuf_8 | 26 |
| xor2_1 | 71 |
| a221oi_1 | 48 |
| nand2_1 | 487 |
| nor2_1 | 117 |
| nand3_1 | 70 |
## critical path, cell delays in order
cell             delay (ns)
buf_4                  0.32
buf_4                  0.55
nand3b_1               0.67
nor2_4                 0.23
buf_4                  0.38
a22oi_1                0.65
o21ai_0                0.53
a2111oi_0              0.69
a21oi_1                0.26
clkdlybuf4s50_1        0.46
No activity file was given, so power comes from the tool's default toggle rates.
