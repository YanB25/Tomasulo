**flow/run.sh**
```bash
#!/bin/bash
# OpenROAD 26Q1-2900-gdf79404cd8, Yosys 0.63+post, stock flow scripts
make -C /OpenROAD-flow-scripts/flow DESIGN_CONFIG=/design/flow/config.mk WORK_HOME=/design/flow/orfs finish
```
**flow/config.mk**
```make
export PLATFORM = sky130hd
export DESIGN_NAME = ReservationStation
export DESIGN_NICKNAME = ReservationStation
export VERILOG_FILES = /design/flow/design.v
export SDC_FILE = /design/flow/constraint.sdc
export NUM_CORES = 4
export LEC_CHECK = 1
export CORE_UTILIZATION = 30
```
**flow/constraint.sdc**
```tcl
current_design ReservationStation

set clk_period 5.6
set clk_io_pct 0.2

create_clock -name clk0 -period $clk_period [get_ports {clk}]

set non_clock_inputs [all_inputs -no_clocks]
set_input_delay [expr $clk_period * $clk_io_pct] -clock clk0 $non_clock_inputs
set_output_delay [expr $clk_period * $clk_io_pct] -clock clk0 [all_outputs]
```
**flow/design.v**
```verilog
`timescale 1ns/1ps
module ReservationStation(
    input clk,
    input nRST,
    input EXEable,  
    input WEN,  
    input [1:0] ResStationDst, 
    input [1:0] opCode,
    input [31:0] dataIn1,
    input [3:0] label1,
    input [31:0] dataIn2,
    input [3:0] label2,
    input BCEN,  
    input [3:0] BClabel,  
    input [31:0] BCdata,  
    output [1:0] opOut,
    output [31:0] dataOut1,
    output [31:0] dataOut2,
    output isFull,  
    output OutEn,  
    output [3:0] ready_labelOut,
    output [3:0] writeable_labelOut
    );
    reg Busy[2:0];
    reg [1:0]Op[2:0];
    reg [3:0]Qj[2:0];
    reg [31:0]Vj[2:0];
    reg [3:0]Qk[2:0];
    reg [31:0]Vk[2:0];
    reg [1:0] cur_addr ;
    reg [1:0] ready_addr ;
    initial begin
        Busy[0] = 0;
        Busy[1] = 0;
        Busy[2] = 0;
    end
    always@(posedge clk or negedge nRST) begin
        if (nRST == 0) begin 
            Busy[0] <= 0;
            Busy[1] <= 0;
            Busy[2] <= 0;
        end
        else begin 
            if (WEN == 1) begin
                if (cur_addr != 2'b11 && Busy[cur_addr] == 0) begin
                    Busy[cur_addr] <= 1;
                    Op[cur_addr] <= opCode;
                    if (BCEN == 1 & label1 == BClabel) begin
                        Qj[cur_addr] <= 0;
                        Vj[cur_addr] <= BCdata;
                    end
                    else begin
                        Qj[cur_addr] <= label1;
                        Vj[cur_addr] <= dataIn1;
                    end
                    if (BCEN == 1 && label2 == BClabel) begin
                        Qk[cur_addr] <= 0;
                        Vk[cur_addr] <= BCdata;
                    end
                    else begin
                        Qk[cur_addr] <= label2;
                        Vk[cur_addr] <= dataIn2;
                    end
                end
            end
            if (BCEN == 1 ) begin 
                if (BClabel[3:2] == ResStationDst) begin
                    Busy[BClabel[1:0]] <= 0;
                end
                if (Busy[0] == 1 && Qj[0] == BClabel) begin
                    Vj[0] = BCdata;
                    Qj[0] = 0;
                end
                if (Busy[1] == 1 && Qj[1] == BClabel) begin
                    Vj[1] = BCdata;
                    Qj[1] = 0;
                end
                if (Busy[2] == 1 && Qj[2] == BClabel) begin
                    Vj[2] = BCdata;
                    Qj[2] = 0;
                end
                if (Busy[0] == 1 && Qk[0] == BClabel) begin
                    Vk[0] = BCdata;
                    Qk[0] = 0;
                end
                if (Busy[1] == 1 && Qk[1] == BClabel) begin
                    Vk[1] = BCdata;
                    Qk[1] = 0;
                end
                if (Busy[2] == 1 && Qk[2] == BClabel) begin
                    Vk[2] = BCdata;
                    Qk[2] = 0;
                end
            end
        end
    end    
    assign opOut = Op[ready_addr];
    assign dataOut1 = Vj[ready_addr];
    assign dataOut2 = Vk[ready_addr];
    always@(*) begin
        if (Busy[0] == 0) begin
            cur_addr = 2'b00;
        end
        else if (Busy[1] == 0) begin
            cur_addr = 2'b01;
        end
        else if (Busy[2] == 0) begin
            cur_addr = 2'b10;
        end
        else
            cur_addr = 2'b11;
    end
    assign isFull = & cur_addr;
    always@(*)begin
        if (Busy[0] == 1 && Qj[0] == 0 && Qk[0] == 0) begin
            ready_addr = 2'b00;
        end
        else begin
            if(Busy[1] == 1 && Qj[1] == 0 && Qk[1] == 0) begin
                ready_addr = 2'b01;
            end
            else begin 
                if (Busy[2] == 1 && Qj[2] == 0 && Qk[2] == 0 ) begin
                    ready_addr = 2'b10;
                end
                else 
                    ready_addr = 2'b11;
            end
        end
    end
    assign OutEn = ~ (&ready_addr);
    assign ready_labelOut = {ResStationDst,ready_addr}; 
    assign writeable_labelOut = {ResStationDst, cur_addr};
endmodule
```
==> flow_summary.ini <==
; flow metrics
[power_and_ir_drop]
seqPwrFrac_pct = 35.3
p_leak_nw = 1.94
irDropWorstVdd_mv = 0.320
p_sw_uw = 671
switching_share_pct = 26.6
power.density_mw_per_mm2 = 435
pwr-share-clk_pct = 25.4
internal_power_mw = 1.86
total_power_mw = 2.53
combPwrFrac_pct = 39.3

[global_route]
grt_overflow = 0
antenna_found_initial = 0
met3_usage_pct = 5.04
grt-busiest-layer = met2
grt_util_met2_pct = 19.4
first_global_vias = 2707
grt_use_met1_pct = 16.6
grtUsageTotal_pct = 12.1
grt_max_degree = 69
grt_pass1_wl_mm = 13.1

[synthesis]
yosys_area_sq_mm = 0.00439
ys_cells = 307
syn_avg_cell_area_sq_um = 14.3
yosysSeqAreaShare_pct = 71.5
top_area_cell = edfxtp_1
synthTopCellsByArea = edfxtp_1 (70%), buf_4 (6.2%), a22oi_1 (6.0%)
ys_warn_count = 7
synth_area_sq_mm = 0.00439
syn_inst = 307
ys.flops = 105
top_cell_area_share_pct = 69.8
netlist-cell-type-count = 26

[routing]
wirelength_mm = 8.43
num_vias = 2628
drt-vias-per-instance = 4.57
drt_iter0_markers = 119
antenna_left = 0
drc = 0
drtPass1Iterations = 4
insertedDiodeCount = 0
wl_per_cell_um = 14.7

[clock_tree]
numCtsBuffers = 9
clock-sinks = 105
htree_levels = 3
cts-root-buf = clkbuf_16
cts_tree = yes
cts_hold_buf = 0
clk-insertion-delay-late_ns = 0.34
cts_setup_buffers = 0
clk_path_buf_depth = 2
clk_pin_slew_worst_paths_ns = 0.06
cts-resized-gates = 0

[place]
dpl_cell_area_sq_mm = 0.00550
pre_cts_slack_ns = 1.87
port_buffers = 119
dp_hpwl_mm = 5.17
gp_congestion = 0.833

[critical_path]
critPathLaunch = Busy[2]
worstPathRequired_ns = 4.48
startpoint_type = flop
setup.worst_path.end_class = output pin
r2r_cells = 7
worstPathMaxFanout = 34
worstPathArrival_ns = 2.92
rr_endpoint = Op[1][0]
worstReg2RegStart = Busy[1]
critPathKind = reg -> out
endpoint = dataOut1[17]
timing.reg2reg.setup_slack_ns = 3.17

[flow_run]
warnings = 104
max_cap_viol_count = 0

[floorplan]
ios = 193
fp_util_pct = 31.1
die_w_um = 123
num_rows = 43
chipHeight_um = 123
coreArea_sq_mm = 0.0141
die_area_sq_mm = 0.0151

[finish]
post-route-util_pct = 41.2
drive_above_1_share_pct = 6.84
num-fill-cells = 1246
final_layout_top_logic_cell = clkdlybuf4s50_1
syn2layout_area_growth_pct = 32.4
final_area_sq_mm = 0.00581
lay_top_cells = clkdlybuf4s50_1 (119), edfxtp_1 (102), nand2_1 (37), o21ai_0 (36), a22oi_1 (35)

[final_timing]
slew_headroom_pct = 42.9
rsz0062_at_grt = false
drv_slew = 0
setup_tns_ns = 0
period_needed_ns = 4.04
period_used_pct = 72.1
hold_viol = 0
worst_slack_ns = 1.56
final-setup-viol-count = 0
fmax_mhz = 248
clock_skew_ns = 0.00313
worstMarginPinSlew_ns = 0.857

[outcome]
status = finished, final reports clean

[min_path]
hold_class = reg -> reg
[routing by layer]
metal / routed length (um) / vias to the layer above / share of wire, %
met1: 3650 / 1257 / 43
met4: 126 / 0 / 1.5
li1: - / 1264 / -
met5: 0 / - / 0
met3: 560 / 12 / 6.6
met2: 4090 / 95 / 49
[cell type report]
type | instances | area (sq um) | area share [%]
Sequential cell | 105 | 3140 | 54.0
Timing Repair Buffer | 123 | 1220 | 21.0
Multi-Input combinational cell | 138 | 871 | 15.0
Clock buffer | 10 | 229 | 3.94
Tap cell | 180 | 225 | 3.87
Clock inverter | 6 | 80.1 | 1.38
Inverter | 13 | 48.8 | 0.839
[cell families after synthesis]
logic type | Yosys count | synth area share [%]
compound gates | 77 | 11.4
flops | 105 | 71.5
xor+xnor | 2 | 0.399
fa+ha+maj | 8 | 2.28
buf+inv | 64 | 8.86
simple gates | 51 | 5.56
[power groups by stage]
stage | combinational (mW) | sequential [mW] | clock (mW)
CTS | 1.02 | 0.893 | 0.662
global route | 1.14 | 0.894 | 0.689
finish | 0.993 | 0.892 | 0.642
[worst min path at each step]
stage / startpoint / to / slack (ns) / depth (start not counted)
6_report: Busy[2] / Busy[2] / 0.63 / 2
4_1_cts: Busy[2] / Busy[2] / 0.63 / 2
5_1_grt: Busy[2] / Busy[2] / 0.66 / 2
[Yosys cell counts]
library cell	number
edfxtp_1	102
nand2_1	37
buf_4	36
o21ai_0	36
a22oi_1	35
inv_1	13
buf_2	11
ha_1	8
clkbuf_1	4
dfrtp_1	3
nor3_1	3
and2_1	2
nor2_1	2
nor4b_2	2
xor2_1	2
a211oi_2	1
a21oi_1	1
a22oi_2	1
a31oi_2	1
and2_2	1
nand3b_1	1
nor2b_1	1
nor3b_2	1
nor4_1	1
o211ai_1	1
o32ai_1	1
[flip-flops by register name (all words and copies together) (netlist names)]
signal and cells:
Op 6, Vj 64, Busy 3, Vk 32
[stage by stage]
| step | cells | hold WS, ns |
|---|---|---|
| global route | 575 | 0.658 |
| floorplan | 307 | 0.572 |
| global placement | 559 | 0.613 |
| finish | 575 | 0.629 |
| detailed placement | 559 | 0.614 |
| CTS | 575 | 0.625 |
[worst max-delay path: stages (launching register included)]
cell	delay [ns]
dfrtp_1	0.42
inv_1	0.09
o21ai_0	0.23
ha_2	0.78
a22oi_1	0.19
o21ai_0	0.33
clkdlybuf4s50_1	0.53
No activity file was given, so power comes from the tool's default toggle rates.
