$ cat flow/config.mk
export PLATFORM = sky130hd
export DESIGN_NAME = mfALU
export DESIGN_NICKNAME = mfALU
export VERILOG_FILES = /design/flow/design.v
export SDC_FILE = /design/flow/constraint.sdc
export NUM_CORES = 4
export LEC_CHECK = 1
export CORE_UTILIZATION = 40
$ cat flow/constraint.sdc
current_design mfALU

set clk_period 12.2
set clk_io_pct 0.2

create_clock -name clk0 -period $clk_period [get_ports {clk}]

set non_clock_inputs [all_inputs -no_clocks]
set_input_delay [expr $clk_period * $clk_io_pct] -clock clk0 $non_clock_inputs
set_output_delay [expr $clk_period * $clk_io_pct] -clock clk0 [all_outputs]
$ cat flow/design.v
`timescale 1ns/1ps
module mfState(
    input clk,
    input nRST,
    output reg [2:0] stateOut,  
    input WEN,
    input requireAC,
    output available,
    output mfALUEN,  
    input [1:0] op,  
    output require
);
    assign available = (require && requireAC) || stateOut == 0;
    assign mfALUEN = available && WEN;
    assign require = stateOut == 3'b110;
    always@(posedge clk or negedge nRST) begin
        if (!nRST) begin
            stateOut <= 0;
        end else begin
            case(stateOut)
                3'b110:
                    if (requireAC) begin
                        stateOut <= WEN ? 3'b001 : 0;
                    end
                0:
                    if (WEN)
                        stateOut <= 3'b001;
                default:
                    stateOut <= stateOut + 1;
            endcase
        end
    end
endmodule
module mfALU(
    input clk,
    input nRST,
    input EN,  
    input [31:0] dataIn1,
    input [31:0] dataIn2,
    input [2:0] state,
    input [3:0] labelIn,
    output reg [31:0] result,
    output reg [3:0] labelOut
);
    reg [31:0]temp32[0:31];
    reg [31:0]temp16[0:15];
    reg [31:0]temp8[0:7];
    reg [31:0]temp4[0:3];
    reg [31:0]temp2[0:1];
    always@(posedge clk or negedge nRST) begin
        if (!nRST) begin
            labelOut <= 0;
        end else if (EN) begin
            labelOut <= labelIn;
        end
    end
    generate
        genvar i;  
        for (i = 0; i <= 31; i=i+1) begin
            always@(posedge clk or negedge nRST) begin
                if (!nRST) begin
                    temp32[i] <= 32'b0;
                end else if (EN) begin
                    temp32[i] <= dataIn2[i] == 0 ? 0 : dataIn1 << i;
                end
            end
        end
        for (i = 0; i <= 15; i=i+1) begin
            always@(posedge clk or negedge nRST) begin
                if (!nRST) begin
                    temp16[i] <= 32'b0;
                end else begin
                    temp16[i] <= temp32[i] + temp32[i + 16];
                end
            end
        end
        for (i = 0; i <= 7; i=i+1) begin
            always@(posedge clk or negedge nRST) begin
                if (!nRST) begin
                    temp8[i] <= 32'b0;
                end else begin
                    temp8[i] <= temp16[i] + temp16[i + 8];
                end
            end
        end
        for (i = 0; i <= 3; i=i+1) begin
            always@(posedge clk or negedge nRST) begin
                if (!nRST) begin
                    temp4[i] <= 32'b0;
                end else begin
                    temp4[i] <= temp8[i] + temp8[i + 4];
                end
            end
        end
    endgenerate
    always@(posedge clk or negedge nRST) begin
        if (!nRST) begin
            temp2[0] <= 32'b0;
            temp2[1] <= 32'b0;
            result <= 32'b0;
        end else begin
            temp2[0] <= temp4[0] + temp4[2];
            temp2[1] <= temp4[1] + temp4[3];
            result <= temp2[0] + temp2[1];
        end
    end
endmodule
$ cat flow/run.sh
#!/bin/bash
# OpenROAD 26Q1-2900-gdf79404cd8, Yosys 0.63+post, stock flow scripts
make -C /OpenROAD-flow-scripts/flow DESIGN_CONFIG=/design/flow/config.mk WORK_HOME=/design/flow/orfs finish
==> qor.csv <==
metric;value;unit
status;finished, final reports clean;
grt_pass1_vias;40100;
endpoint_kind;flop;
root_buffer;clkbuf_16;
warnings;44;
power;15800;uW
regToRegSetupSlack;8.51;ns
pwr_density_cell;222;nW/um2
numSynthFlops;1369;
fin_ws;7.42;ns
hold_path.class;flop to flop;
syn_avg_cell_area;10.6;um2
min_path_cells;0;
wl;152000;um
async_flop_share;100;%
edf_count;0;
grt_pass1_wl;238000;um
clk_latency;0.77;ns
cts_resized;0;
dp_cells;7952;
io-pin-count;110;
lay_top_count;dfrtp_1;
crit_required;12.82;ns
synth_seq_share;54.4;%
path_class;input pin to flop;
slew_violations;0;
gr-total-overflow;0;
fp_util;40.3;%
drt_iter0_markers;3068;
place_ws;6.67;ns
startpoint_type;input pin;
peakVddDrop;0.000135;V
dp_hpwl;101000;um
netlist_area;63000;um2
ys_area;63000;um2
cts.sinks;1369;
core;156000;um2
io_buffers;106;
drcViolationCount;0;
cp_max_fo;136;
setup_viol;0;
gp_congestion;0.907;
r2r_cells;12;
die_x;399;um
fin_setup_tns;0;ns
rows;145;
synthToLayoutAreaGrowth;13.2;%
routedWlPerCell;18.5;um
syn_inst;5948;
cts_tree;yes;
cp.arrival;5.41;ns
die_area;159000;um2
finalCritPeriodShare;39.2;%
fmax;0.209;GHz
h-tree-depth;4;
post_cts_buffers;0;
grt_usage;20.3;%
period_needed;4.78;ns
slew_headroom;38.2;%
synth.distinct_cells;80;
cts_hold_buf;0;
grt_max_degree;187;
final_util;45.6;%
tightest_slew;0.922;ns
max_cap_violations;0;
ys_warn_count;6;
num_vias;42100;
layout_top_cells;dfrtp_1, inv_1, o21ai_0, nand3_1, ha_1;
ff_type;dfrtp_1;
p_leak;0.0341;uW
cts_buffers;148;
stdcell_count;8213;
ys_cells;5948;
ant_nets;0;
antenna_found_initial;4;
rsz0062_at_grt;false;
clockBufferDepth;3;
die_y;399;um
first_pass_iters;8;
layout-drive-gt1-share;5.92;%
finalClockSkew;0.0284;ns
hold_viol;0;
clkSlewWorstSetupHoldPaths;0.06;ns
via_per_inst;5.12;
[report_power, final]
group	total [uW]	switching, uW	internal, uW
Clock	4520	1810	2720
Sequential	5850	417	5430
Combinational	5450	3230	2230
[synth_stat cells, types with 54 or more instances]
cell      number  share of area (%)
o21ai_0      665                5.3
o21bai_1      67               0.80
nand2_1      127               0.76
dfrtp_1     1369                 54
nand3_1      596                4.7
xor2_1       108                1.5
clkbuf_1     140               0.83
o21a_1        57               0.68
a21oi_1      311                2.5
nor2_1       209                1.2
nor2b_1       54               0.54
nor3_1        83               0.66
ha_1         464                9.2
inv_1        672                4.0
xnor2_1      314                4.4
a21o_1       162                1.9
buf_1         97               0.58
[kinds of logic (layout without fill, tap and decap cells)]
kind of cell / count (synthesis) / after routing / synth area share (%)
xor gates and xnor gates: 422 / 422 / 5.87
other: 0 / 3 / 0
AOI/OAI and AO/OA: 1484 / 1484 / 14.1
DFF: 1369 / 1369 / 54.4
buffers and inverters: 912 / 1116 / 5.44
and+or+nand+nor: 1261 / 1261 / 9.92
muxes: 7 / 7 / 0.119
adders and majority gates: 493 / 493 / 10.1
[state kept, by name, summed over array words and instances, names as in the netlist]
name / count
temp2: 63
temp32: 528
labelOut: 4
temp4: 122
temp16: 392
temp8: 228
result: 32
[area by class of cell]
cell class                 count  area [um2]
clock inverter                44         632
antenna                        3        7.51
clock buffer                 214        4330
timing repair buffer         186        1660
multi-input combinational   3667       25300
tap                         2058        2570
fill                       13900       84900
inverter                     672        2520
sequential                  1369       34300
[layer usage]
layer,track usage [%],part of all wire [%],vias to the layer above,wire (um)
met1,32.3,47,20200,70700
met3,5.90,7.8,190,11800
met4,3.80,2.3,0,3500
met2,28.9,43,1041,65700
li1,-,-,20600,-
met5,0,0,-,0
[final timing paths]
kind / from / endpoint
min in group asynchronous: nRST / result[26]
max in group asynchronous: nRST / temp32[4][20]
hold reg to reg: temp16[4][7] / temp8[4][7]
setup reg to reg: temp8[1][5] / temp4[1][31]
hold / removal: temp16[4][7] / temp8[4][7]
setup / recovery: EN / temp32[1][30]
[critical path: stages]
cell	delay, ns
buf_8	0.47
buf_4	0.65
buf_4	0.72
buf_4	0.69
o21ai_0	0.21
[per-stage QoR]
step	instance area [um2]	hold slack (ns)
global route	71300	0.340
global placement	66300	0.331
CTS	71300	0.331
floorplan	63000	0.331
detailed placement	66300	0.335
finish	71300	0.331
Power and IR drop assume default switching activity.
